<file path="./config.mk">
export PLATFORM = sky130hd
export DESIGN_NAME = top
export DESIGN_NICKNAME = top
export VERILOG_FILES = /design/flow/design.v
export SDC_FILE = /design/flow/constraint.sdc
export NUM_CORES = 4
export LEC_CHECK = 1
export CORE_AREA = 10 10 70 70
export DIE_AREA = 0 0 80 80
</file>
<file path="./constraint.sdc">
current_design top

set clk_period 1.7
set clk_io_pct 0.2

create_clock -name clk0 -period $clk_period

set non_clock_inputs [all_inputs -no_clocks]
set_input_delay [expr $clk_period * $clk_io_pct] -clock clk0 $non_clock_inputs
set_output_delay [expr $clk_period * $clk_io_pct] -clock clk0 [all_outputs]
</file>
<file path="./design.v">
module alu_with_z1 (alu_out, data_a, data_b, enable, opcode);
input [2: 0] opcode;
input [3: 0] data_a, data_b;
input enable;
output [3: 0] alu_out;  
reg [3: 0] alu_reg;
always @ (opcode or data_a or data_b)
	case (opcode)
		3'b001: alu_reg = data_a | data_b;
		3'b010: alu_reg = data_a ^ data_b;
		3'b110: alu_reg = ~data_b;
		default: alu_reg = 4'b0;
	endcase
assign alu_out = (enable == 1) ? alu_reg : 4'bz;
endmodule
module alu_with_z2 (alu_out, data_a, data_b, enable, opcode); 
input [2: 0] opcode; 
input [3: 0] data_a, data_b; 
input enable; 
output [3: 0] alu_out;  
reg [3: 0] alu_reg; 
assign alu_out = (enable == 1) ? alu_reg : 4'bz; 
always @ (opcode or data_a or data_b) 
	case (opcode) 
	3'b001: alu_reg = data_a | data_b; 
	3'b010: alu_reg = data_a ^ data_b; 
	3'b110: alu_reg = ~data_b; 
	default: alu_reg = 4'bx; 
	endcase 
endmodule
module top(alu_out_Z1, alu_out_Z2, data_a, data_b, enable, opcode);
input [2: 0] opcode;
input [3: 0] data_a, data_b;
input enable;
output [3: 0] alu_out_Z1, alu_out_Z2;
alu_with_z1 Z1(alu_out_Z1, data_a, data_b, enable, opcode); 
alu_with_z2 Z2(alu_out_Z2, data_a, data_b, enable, opcode); 
endmodule
</file>
<file path="./run.sh">
#!/bin/bash
# OpenROAD 26Q1-2900-gdf79404cd8, Yosys 0.63+post, stock flow scripts
make -C /OpenROAD-flow-scripts/flow DESIGN_CONFIG=/design/flow/config.mk WORK_HOME=/design/flow/orfs finish
</file>
==> impl_metrics.env <==
# yosys + openroad results
export IMPL_dp_cells=98
export IMPL_min_period_ns=1.65
export IMPL_grt_first_pass_wirelength_um=1360
export IMPL_slew_headroom_pct=82.8
export IMPL_drt_iter0_markers=1
export IMPL_via_count=319
export IMPL_die_w_um=80
export IMPL_powerDensity_nw_per_um2=205
export IMPL_viasPerCell=3.07
export IMPL_critical_path_max_fanout=2
export IMPL_grt_antenna_before_repair=0
export IMPL_dieHeight_um=80
export IMPL_setup_viol=0
export IMPL_gp_congestion=0.756
export IMPL_first_global_vias=302
export IMPL_drv_slew=0
export IMPL_internal_power_uw=63.1
export IMPL_instances_no_fill=104
export IMPL_synth_chip_area_sq_um=238
export IMPL_syn_inst=33
export IMPL_cp_arrival_ns=1.31
export IMPL_grt_max_degree=9
export IMPL_min_to="alu_out_Z1[3]"
export IMPL_num_rows=21
export IMPL_warnings=33
export IMPL_pwr_share_seq_pct=0
export IMPL_io_pins=20
export IMPL_ant_nets=0
export IMPL_hp_start="data_b[3]"
export IMPL_synth_cell_area_sq_um=238
export IMPL_drive_gt1_share_pct=44.8
export IMPL_clkPwrFrac_pct=0
export IMPL_synth_cell_types=12
export IMPL_finalWorstSetupSlack_ns=0.0470
export IMPL_holdWs_ns=1.07
export IMPL_cp_start_kind="input port"
export IMPL_utilization_pct=14.7
export IMPL_clock_buffers=0
export IMPL_required_ns=1.36
export IMPL_hold_path_depth=5
export IMPL_p_leak_nw=0.248
export IMPL_p_switching_uw=39.7
export IMPL_holdBufCountCts=0
export IMPL_area_growth_pct=111
export IMPL_dieArea_sq_um=6400
export IMPL_num_antenna_cells=0
export IMPL_endpoint_kind="output pin"
export IMPL_worstSetupPathType="in2out"
export IMPL_routed_wl_um=937
export IMPL_overflow=0
export IMPL_dr_pass1_iters=2
export IMPL_hold_class="in2out"
export IMPL_status="finished clean"
export IMPL_core_sq_um=3420
export IMPL_finalCritPeriodShare_pct=97.2
export IMPL_peakVddDrop_mv=0.0305
export IMPL_ys_cells=33
export IMPL_setup_tns_ns=0
export IMPL_core_util_floorplan_pct=6.96
export IMPL_pwr_share_comb_pct=100.0
export IMPL_seq_area_sq_um=0
export IMPL_io_buffers=19
export IMPL_place_ws_ns=-0.574
export IMPL_switching_share_pct=38.7
export IMPL_tightest_slew_ns=0.254
export IMPL_fill_cells=407
export IMPL_flops=0
export IMPL_rsz0062_at_grt="false"
export IMPL_final_hold_violation_count=0
export IMPL_cap_violations=0
export IMPL_syn_area_per_cell_sq_um=7.20
export IMPL_seq_area_frac_synth_pct=0
export IMPL_drc=0
export IMPL_max_freq_mhz=605
export IMPL_wl_per_cell_um=9.01
export IMPL_dpl_hpwl_um=815
export IMPL_synth_warnings=4
export IMPL_grt_usage_pct=2.56
==> cell usage after synthesis, drive strengths merged <==
master,count,area share (%)
and2b,1,3.7
buf,2,9.5
o211ai,3,9.5
o22ai,1,5.3
inv,10,16
nand2,3,4.7
o21ai,5,14
o41ai,1,3.7
or3,1,4.7
ha,4,21
mux2i,2,8.4
==> metrics by stage <==
| stage | power, mW | instance area [sq um] |
|---|---|---|
| floorplan | 0.0405 | 238 |
| global placement | 0.103 | 478 |
| detailed placement | 0.105 | 478 |
| CTS | 0.101 | 495 |
| global route | 0.115 | 502 |
| finish | 0.103 | 502 |
==> placed cells by master (no fill, tap or decap) <==
cell	netlist	final
o21ai_1	0	3
buf_2	0	7
clkbuf_2	0	2
inv_1	10	8
o41ai_1	1	1
nand2_1	3	3
dlygate4sd2_1	0	4
o21ai_2	2	2
buf_4	0	5
and2b_4	0	1
ha_4	0	1
inv_2	0	2
mux2i_2	0	1
o22ai_2	1	1
or3_4	1	1
ha_1	4	3
clkdlybuf4s15_1	0	6
mux2i_1	2	1
buf_6	2	3
o211ai_1	3	3
==> layout make-up <==
cell class	count	area [sq um]	share of cell area, %
multi-input cells	21	195	38.9
well taps	46	57.6	11.5
repair buffers	27	211	42.1
inverters	10	37.5	7.48
==> logic make-up (layout without fill, tap and decap cells) <==
family | count (synthesis) | in the layout | share of synthesized area (%)
fa+ha+maj | 4 | 4 | 21.1
mux | 2 | 2 | 8.42
buf+inv | 12 | 37 | 25.3
compound gates | 10 | 10 | 32.1
simple gates | 5 | 5 | 13.2
==> power by group through the flow <==
stage     Sequential [mW]  Combinational, mW  Clock, mW
4_1_cts                 0              0.101          0
5_1_grt                 0              0.115          0
6_report                0              0.103          0
==> how the worst max path moves through the flow <==
stage                 startpoint            end  slack [ns]
after CTS              data_b[1]  alu_out_Z1[1]        0.01
after global routing   opcode[0]  alu_out_Z1[1]     0.00005
final                  data_a[1]  alu_out_Z1[1]        0.05
==> critical path: stages <==
cell,delay [ns]
dlygate4sd2_1,0.24
inv_2,0.06
ha_4,0.19
mux2i_2,0.16
buf_4,0.14
o22ai_2,0.06
buf_2,0.12
==> metal layers <==
metal  vias to the layer above  track usage, %  routed length, um
li1                        163               -                  -
met1                       144            3.30                393
met2                        12            4.17                423
met3                         0            1.02                120
met4                         0               0                  0
met5                         -               0                  0
==> timing repair <==
| item | 4_1_cts | 5_1_grt |
|---|---|---|
| pin swaps | 8 | 6 |
| resized | 43 | 12 |
| endpoints found under the setup margin | 8 | 6 |
| cloned | 0 | 0 |
| setup buffers | 6 | 0 |
Power figures rest on the tool's default switching activity, not on a simulated workload.
