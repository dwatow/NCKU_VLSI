**run.sh**
```bash
#!/bin/bash
# OpenROAD 26Q1-2900-gdf79404cd8, Yosys 0.63+post, stock flow scripts
make -C /OpenROAD-flow-scripts/flow DESIGN_CONFIG=/design/flow/config.mk WORK_HOME=/design/flow/orfs finish
```
**config.mk**
```make
export PLATFORM = sky130hd
export DESIGN_NAME = counter8uni
export DESIGN_NICKNAME = counter8uni
export VERILOG_FILES = /design/flow/design.v
export SDC_FILE = /design/flow/constraint.sdc
export NUM_CORES = 4
export LEC_CHECK = 1
export CORE_AREA = 10 10 77 77
export DIE_AREA = 0 0 87 87
```
**constraint.sdc**
```tcl
current_design counter8uni

set clk_period 3.3
set clk_io_pct 0.2

create_clock -name clk0 -period $clk_period [get_ports {clk}]

set non_clock_inputs [all_inputs -no_clocks]
set_input_delay [expr $clk_period * $clk_io_pct] -clock clk0 $non_clock_inputs
set_output_delay [expr $clk_period * $clk_io_pct] -clock clk0 [all_outputs]
```
**design.v**
```verilog
module counter8uni(clk, _areset, _aset, _load, preld_val, _updown, _wrapstop, dcout, overflow);
parameter countWidth = 8;
	input        clk, 
					_areset,
					_aset,
					_load,
					_updown, 
					_wrapstop;
	input [countWidth-1:0]  preld_val;
	output [countWidth-1:0] dcout;
	output overflow;
	reg [countWidth-1:0] dcout;
	reg [countWidth-1:0] counter;
	reg overflow;
	always@(_areset, _aset, dcout)
	begin
		if (_areset == 1)
			dcout = 8'b1111_1111;
		else if (_aset == 1)
		   dcout = 8'b0000_0000;
		else
		   dcout = counter;
	end
	always@(posedge clk, negedge _load, negedge _updown)
	begin
	   if (!_load)
		   counter <= preld_val;
		else
		begin
			if (!_updown)
				counter <= counter - 1;
			else
			if (!_wrapstop)
				if (counter == 8'b1111_1111)
				begin
					counter <= 8'b1111_1111;
					overflow <= 1;
				end
				else
				begin
					counter <= counter + 1;
					overflow <= 0;
				end
			else
				counter <= counter + 1;
		end
	end
endmodule
```
==> tab_implementation.tex <==
% Implementation results table
\begin{tabular}{lr}
\hline
Metric & Value \\
\hline
\multicolumn{2}{l}{\textbf{Final timing}} \\
Peak clock frequency supported by timing & 398 MHz \\
Fin worst setup slack & 0.784 ns \\
Period utilization & 76.2\% \\
Final setup skew & 0.00555 ns \\
RSZ-0062 raised after global routing & no \\
Final min period & 2.52 ns \\
Final total negative setup slack & 0 ns \\
Final Slew Violations & 0 \\
Setup Viol. Count Final & 0 \\
Max\_slew headroom & between 60\% and 70\% \\
Final count of hold timing violations & 0 \\
Least-Margin Pin Slew & 0.542 ns \\
\multicolumn{2}{l}{\textbf{Floorplan}} \\
Floorplan die height & 87 microns \\
Overall die width & 87 microns \\
Num ports & 23 \\
Area enclosed by the die boundary & 7570 sq um \\
CORE AREA & 4350 sq um \\
Core utilization before placement & 21.1\% \\
Number of placement rows & 24 \\
\multicolumn{2}{l}{\textbf{Final layout}} \\
Fraction of final layout cells with drive strength greater than 1 & $\sim$7.1\% \\
Filler Cells Inserted & 453 \\
Commonest non-fill, non-tap cells in the layout & sky130\_fd\_sc\_hd\_\_clkdlybuf4s50\_1, sky130\_fd\_sc\_hd\_\_nor2\_1, sky130\_fd\_sc\_hd\_\_a21oi\_1, sky130\_fd\_sc\_hd\_\_a21o\_1, sky130\_fd\_sc\_hd\_\_dfbbp\_1 \\
Layout overhead on the synthesized area & 31.0\% \\
Commonest Layout Cell & sky130\_fd\_sc\_hd\_\_clkdlybuf4s50\_1 \\
\multicolumn{2}{l}{\textbf{Place}} \\
Number of buffer cells added on primary ports & 22 \\
Worst Setup Slack post-DPL & 0.774 ns \\
Sum of net half-perimeters after detailed placement & 1960 microns \\
Routability congestion estimate from global placement & 0.798 \\
\multicolumn{2}{l}{\textbf{Clock tree}} \\
Total number of H-tree levels & 1 \\
Total clock buffers created by CTS & 3 \\
Hold\_buf cts & 0 \\
Largest buffer count on any clock path & 2 \\
Cell at the root of the clock tree & sky130\_fd\_sc\_hd\_\_clkbuf\_8 \\
Number of gates resized after CTS & 0 \\
Clock slew at reported path FFs & roughly 0.05 ns \\
Post-CTS Setup Repair Bufs & 0 \\
Clk ins delay skew pair & roughly 0.23 ns \\
CTS tree & yes \\
Sinks on the clock net & 9 \\
\multicolumn{2}{l}{\textbf{Worst setup path}} \\
Launching instance or port of the critical path & \_areset \\
Reg-to-Reg End & counter[7]\$\_DFFSR\_PPP\_ \\
CP max stage cell & sky130\_fd\_sc\_hd\_\_clkdlybuf4s50\_1 \\
Worst reg2reg setup slack & 1.56 ns \\
Data required time at the worst endpoint & approximately 2.6 ns \\
Startpoint of the most critical register-to-register path & counter[2]\$\_DFFSR\_PPP\_ \\
Sequence of cells on the critical path & clkdlybuf4s50\_1 -> a21o\_1 -> clkdlybuf4s50\_1 \\
Setup crit start kind & primary input \\
Biggest cell delay along the critical path & approximately 0.6 ns \\
Highest net fanout along the worst path & 8 \\
Worst Path Class, Setup & primary input to primary output \\
Data arrival time of the critical path & 1.86 ns \\
Most used cell, CP & sky130\_fd\_sc\_hd\_\_clkdlybuf4s50\_1 \\
CP Capture Point & dcout[4] \\
Number of cells traversed by the worst register-to-register path & 3 \\
Endpoint type of the worst setup path & primary output \\
\multicolumn{2}{l}{\textbf{Power and ir drop}} \\
Maximum ir drop on the vdd rail & 0.0923 mV \\
Lkg Pwr & a little under 0.5 nW \\
Power density normalized to cell area & 270 nW/um\^{}2 \\
Total chip power & 0.326 mW \\
\multicolumn{2}{l}{\textbf{Synthesis}} \\
Cell total in the yosys stat output & about 110 \\
Gate Count Post-Synth & 111 \\
Portion of the post-synthesis area used by sequential elements & between 30\% and 40\% \\
Number of warning messages in the yosys log & 11 \\
Synthesized area divided by synthesized cell count & 8.28 sq um \\
Summed instance area of the synthesized netlist & between 900 and 1000 sq um \\
Unique cell type count in the Yosys netlist & 36 \\
Yosys-reported design area after synthesis & 920 sq um \\
Synth flops & 9 \\
\multicolumn{2}{l}{\textbf{Route}} \\
1st-pass router iterations & 4 \\
Drt total wl & 2540 microns \\
Number of nets still failing antenna checks after routing & 0 \\
Number of remaining DRC errors & 0 \\
Avg WL per Cell & 14.2 microns \\
Detailed Route Iter0 Violations & 75 \\
Via count & 908 \\
Ant. Diodes & 0 \\
Via density & 5.07 \\
\multicolumn{2}{l}{\textbf{Global route}} \\
Overflow left after global routing & 0 \\
Vias in the first global route & 866 \\
Largest net degree at the start of global routing & 16 \\
Wire length of the first global-routing pass & 4350 microns \\
Antenna violations before repair & 0 \\
Total track usage & a little under 7\% \\
\multicolumn{2}{l}{\textbf{Status}} \\
Status & finished clean \\
\multicolumn{2}{l}{\textbf{Job}} \\
Log Warnings & 32 \\
Max-cap check violation count & 0 \\
\multicolumn{2}{l}{\textbf{Min path}} \\
Worst hold path type & flop to flop \\
\hline
\end{tabular}
## state kept, by name, indices dropped and copies added (netlist names)
register,cells
overflow,1
counter,8
## power by group
| part | total (mW) | switching, mW | internal (mW) |
|---|---|---|---|
| sequential | 0.140 | 0.0000251 | 0.140 |
| clock | 0.127 | 0.0449 | 0.0824 |
| combinational | 0.0580 | 0.0246 | 0.0334 |
| total | 0.326 | 0.0696 | 0.256 |
## logic make-up (layout without fill, tap and decap cells)
| logic type | Yosys count | in the layout | share of synthesized area, % |
|---|---|---|---|
| flops | 9 | 9 | 31.6 |
| xor+xnor | 4 | 4 | 3.81 |
| fa+ha+maj | 2 | 2 | 2.72 |
| buf+inv | 15 | 31 | 7.07 |
| mux | 1 | 1 | 1.09 |
| simple gates | 41 | 41 | 23.4 |
| compound gates | 39 | 39 | 30.3 |
## area by class of cell
| type | count | area [sq um] | share of cell area [%] |
|---|---|---|---|
| Multi-Input combinational cell | 87 | 564 | 46.8 |
| Sequential cell | 9 | 290 | 24.1 |
| Timing Repair Buffer | 22 | 220 | 18.3 |
| Tap cell | 52 | 65.1 | 5.40 |
| Clock buffer | 3 | 41.3 | 3.43 |
| Inverter | 5 | 18.8 | 1.56 |
| Clock inverter | 1 | 5.00 | 0.415 |
## synth_stat cells (all sizes together)
library cell | instances | area [sq um]
nor2b | 1 | 6.26
buf | 2 | 16.3
a211oi | 1 | 7.51
and4 | 2 | 18.8
a21oi | 9 | 45.0
or4 | 1 | 11.3
and3 | 3 | 20.0
o21ai | 2 | 10.0
a2111oi | 1 | 8.76
dfbbp | 8 | 260
o32a | 1 | 10.0
nand2 | 2 | 7.51
ha | 2 | 25.0
a221oi | 2 | 17.5
clkbuf | 8 | 30.0
a31oi | 7 | 43.8
nand2b | 2 | 12.5
mux2i | 1 | 10.0
inv | 5 | 18.8
a21o | 9 | 68.8
a2bb2oi | 3 | 26.3
xor2 | 1 | 8.76
or3b | 1 | 8.76
nor3 | 7 | 35.0
xnor2 | 3 | 26.3
or2 | 1 | 6.26
or3 | 2 | 12.5
o2111a | 3 | 33.8
edfxtp | 1 | 30.0
nor2 | 15 | 56.3
nand3 | 4 | 20.0
o21a | 1 | 7.51
## worst min path at each step
stage / start / endpoint / slack (ns) / cells after the start
final: counter[0]$_DFFSR_PPP_ / counter[0]$_DFFSR_PPP_ / 0.60 / 1
after global routing: counter[0]$_DFFSR_PPP_ / counter[0]$_DFFSR_PPP_ / 0.65 / 1
after CTS: counter[0]$_DFFSR_PPP_ / counter[0]$_DFFSR_PPP_ / 0.59 / 1
## through the flow
stage                     instance area [sq um]  instances  utilization (%)  hold WS, ns
final                                      1200        179             27.7        0.596
after global placement                     1160        175             26.6        0.567
after floorplan                             920        111                -        0.527
after detailed placement                   1160        175             26.6        0.577
after CTS                                  1200        179             27.7        0.591
after global routing                       1200        179             27.7        0.646
## per-layer routing
metal / global-route usage, % / vias to the layer above / part of all wire, %
met5: 0 / - / 0
met4: 1.33 / 0 / 1.3
met3: 2.64 / 2 / 11
met2: 8.99 / 34 / 39
met1: 10.4 / 418 / 49
li1: - / 454 / -
## critical path: cells and delay by family
family | cells | cell delay [ns]
AOI/OAI and AO/OA | 1 | 0.12
buffers and inverters | 2 | 1.07
Power figures rest on the tool's default switching activity, not on a simulated workload.
