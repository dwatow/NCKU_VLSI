[./design.v]
module InitSel(oCountInitValue, _iReset, _iSet, _iLoad, iPreldVal, iCountValue);
parameter CountWidth = 8;
input _iReset, _iSet, _iLoad;
input [CountWidth-1:0] iCountValue, iPreldVal;
output [CountWidth-1:0] oCountInitValue;
reg [CountWidth-1:0] oCountInitValue;
	always@(_iReset, _iSet, _iLoad, iCountValue, iPreldVal)
	begin
		if (_iReset == 1)
			oCountInitValue = 8'b1111_1111;
		else if (_iSet == 1)
		   oCountInitValue = 8'b0000_0000;
		else if (_iLoad == 1)
		   oCountInitValue = iPreldVal;
		else
		   oCountInitValue = iCountValue;
	end
endmodule
module coreCount8Add(iClk, iEn, iCount, oCount);
parameter CountWidth = 8;
input iClk, iEn; 
input  [CountWidth-1:0] iCount;
output [CountWidth-1:0] oCount;
reg [CountWidth-1:0] oCount;
always@(posedge iClk) 
begin
	if (iEn)
	   oCount <= iCount + 8'd1;
	else
		oCount <= iCount;
end
endmodule
module coreCount8Sub(iClk, _iEn, iCount, oCount);
parameter CountWidth = 8;
input iClk, _iEn; 
input  [CountWidth-1:0] iCount;
output [CountWidth-1:0] oCount;
reg [CountWidth-1:0] oCount;
always@(posedge iClk) 
begin
	if (!_iEn)
	   oCount <= iCount - 8'd1;
	else
		oCount <= iCount;
end
endmodule
module Counter8combi(iClk, _iIsAddOut, iCount, oCount);
parameter CountWidth = 8;
input iClk, _iIsAddOut;
input  [CountWidth-1:0] iCount;
output [CountWidth-1:0] oCount;
wire [CountWidth-1:0] out_Add, out_Sub;
assign oCount = (_iIsAddOut)? out_Add: out_Sub;
coreCount8Add CA(iClk, _iIsAddOut, iCount, out_Add);
coreCount8Sub CS(iClk, _iIsAddOut, iCount, out_Sub);
endmodule
module CircleStop(oCount, iClk, iCount, _iWrapstop, oOverflow);
parameter countWidth = 8;
input _iWrapstop, iClk;
input [countWidth-1:0] iCount;
output oOverflow;
output [countWidth-1:0] oCount;
reg [countWidth-1:0] oCount;
reg oOverflow;
always@(posedge iClk)
begin
   if ((_iWrapstop == 1) && ((oCount == 8'b0000_0000)))
	begin
		oCount    <= 8'b0000_0000;
		oOverflow <= 'b1;
	end
	else if ((_iWrapstop == 1) && (oCount == 8'b1111_1111))
	begin
		oCount    <= 8'b1111_1111;
		oOverflow <= 'b1;
	end
	else
	begin
		oCount    <= iCount;
		oOverflow <= 'b0;
	end
end
endmodule
module counter8uni2(clk, _areset, _aset, _load, preld_val, _updown, _wrapstop, dcout, overflow);
parameter countWidth = 8;
	input        clk, 
					_areset,
					_aset,
					_load,
					_updown, 
					_wrapstop;
	input [countWidth-1:0]  preld_val;
	output [countWidth-1:0] dcout;
	output overflow;
	wire [countWidth-1:0] tCount_M12, tCountM23;
	InitSel       M1( .oCountInitValue(tCount_M12), ._iReset(_areset), ._iSet(_aset), ._iLoad(_load), .iPreldVal(preld_val), .iCountValue(dcout) );
	Counter8combi M2( .oCount(tCountM23), .iClk(clk), ._iIsAddOut(_updown), .iCount(tCount_M12) );
	CircleStop    M3( .oCount(dcout), .iClk(clk), .iCount(tCountM23), ._iWrapstop(_wrapstop), .oOverflow(overflow) );
endmodule
module counter16unit (clk, _areset, _aset, _load, preld_val, _updown, _wrapstop, dcout, overflow);
parameter countWidth = 8;
	input        clk, 
					_areset,
					_aset,
					_load,
					_updown, 
					_wrapstop;
	input [countWidth-1:0]  preld_val;
	output [countWidth-1:0] dcout;
	output overflow;
	wire [countWidth-1:0] tCount_M12, tCountM23;
	counter8uni2 hCount(clk, _areset, _aset, _load, preld_val, _updown, _wrapstop, dcout, overflow);
	counter8uni2 lCount(clk, _areset, _aset, _load, preld_val, _updown, _wrapstop, dcout, overflow);
endmodule
[./config.mk]
export PLATFORM = sky130hd
export DESIGN_NAME = counter16unit
export DESIGN_NICKNAME = counter16unit
export VERILOG_FILES = /design/flow/design.v
export SDC_FILE = /design/flow/constraint.sdc
export NUM_CORES = 4
export LEC_CHECK = 1
export CORE_AREA = 10 10 112 112
export DIE_AREA = 0 0 122 122
[./run.sh]
#!/bin/bash
# OpenROAD 26Q1-2900-gdf79404cd8, Yosys 0.63+post, stock flow scripts
make -C /OpenROAD-flow-scripts/flow DESIGN_CONFIG=/design/flow/config.mk WORK_HOME=/design/flow/orfs finish
[./constraint.sdc]
current_design counter16unit

set clk_period 3.2
set clk_io_pct 0.2

create_clock -name clk0 -period $clk_period [get_ports {clk}]

set non_clock_inputs [all_inputs -no_clocks]
set_input_delay [expr $clk_period * $clk_io_pct] -clock clk0 $non_clock_inputs
set_output_delay [expr $clk_period * $clk_io_pct] -clock clk0 [all_outputs]
==> run summary <==
run metrics: outcome complete, no violations, top_reg_cell synth dfxtp_1, Clock transition at path regs approximately 90 ps, initial antenna violation count 0, Post-Synthesis Cell Area around 1200 um2, Dominant cell area share a little over 40%, drt wl/cell a little over 10 um, clock tree sinks 25, Yosys Chip Area about 1200 um2, Layout area overhead 35.5%, DRC Markers 0, IO buf count 22, Post-Synth Adder-Cell Area 2.07%, CTS buffer count 3, HPWL Detailed between 2000 and 2500 um, drt first-iter violations 38, largest net degree at the start of global routing 16, post-cts hold-fix buffer tally 0, total gr overflow 0, CP Capture Type flop, Max Cap Viol 0, worst hold path type reg -> reg, clk root buf clkbuf_8, RD Place Congestion between 0.8 and 0.9, Synth cell types 38, Worst Tran Pin Value between 700 and 800 ps, via count 924, maximum vdd ir drop around 0.17 mV, PwrDens approximately 440 nW/um2, yosys simple share between 15 and 20%, die height roughly 120 um, Hold WS about 530 ps, Longest Clk Path Bufs 2, number of enable flip-flop cells 0, Yosys top cell by area dfxtp_1, Placement Rows 37, crit path kind in -> reg, Post-synth mux share 16.1%, Yosys Instances about 120, die area around 15000 um2, ys async rst share 0%, ANT nets after route 0, Total Wirelength 2860 um, Max Clk Rate ~0.4 GHz, max-slew violation count 0, Vias per Instance 3.27, core area ~10000 um2, Layout Skew approximately 4.4 ps, final cell count without fillers 283, Inst Count DP roughly 280, Die W between 100 and 150 um, leakage power 0.604 nW, H-tree levels 1, drt first pass iters 4, XOR/XNOR Area Share slightly below 6%, Starting Density between 10% and 20%, WP data required ~3400 ps, final setup vio count 0, cycle use final 77.8%, Post CTS Setup Buffer Count 0, critical path arrival 2640 ps, post-CTS sizing 0, Worst slew margin between 40 and 50%, Mapped Cells about 120, crit path launch type primary input, CP max FO 9, post-route setup TNS 0 ps, share of post-route cells with drive strength above 1 ~12%, setup ws final ~710 ps, top-count cell post-synth dfxtp_1, first-pass GRT wire length between 4000 and 5000 um, ys flops 25, Boundary Pins 23, Total GRT Usage ~3.8%, Post-synth seq share between 40% and 50%, Post-synth top cells dfxtp_1 (25), mux2i_1 (17), a21oi_1 (10), synthesis warning total 13, Fill cells about 1100, final core occ around 16%, yosys aoi share approximately an eighth, RSZ-0062 raised after global routing false, vias in the first global route between 900 and 1000, Fin. Hold Viols 0, Mean Syn Cell Area ~9.9 um2, top cells, area dfxtp_1 (41%), mux2i_1 (14%), xnor2_1 (4.3%), a21oi_1 (4.1%), nor2_1 (2.8%), Tmin final between 2000 and 2500 ps, antenna cell count 0, tool warnings 26, CTS tree built, dpl ws ~440 ps, comb area leader simple AND/OR/NAND/NOR gates, clk ins delay skew pair ~260 ps
## metrics by stage
step	power [mW]	instance area (um2)
after floorplan	0.475	1210
after global placement	0.550	1590
after detailed placement	0.550	1590
after CTS	0.733	1640
after global routing	0.770	1640
final	0.727	1640
## layout by cell type (no fill, tap or decap), types with 3 or more instances in the layout
master and n:
nand2_1 4, nor2_2 3, nor2_1 9, dfxtp_1 25, clkdlybuf4s50_1 22, clkbuf_8 3, buf_4 4, xnor2_1 6
a21oi_1 10, mux2i_1 17, nand4_1 4, nand2b_1 5
## sequential cells by signal, indices dropped and copies added, names as in the netlist
register             flops
hCount.M3.oCount         8
hCount.M3.oOverflow      1
hCount.M2.CS.oCount      8
hCount.M2.CA.oCount      8
## cells by family after synthesis
kind of cell	count (synthesis)
xor+xnor	8
compound gates	24
simple gates	36
fa+ha+maj	2
flops	25
mux	19
buf+inv	8
## layer usage
metal	vias to the layer above	part of all wire (%)	wire length, um	track usage, %
met2	22	36	1040	4.91
li1	490	-	-	-
met5	-	0	0	0
met1	410	53	1500	5.73
met3	2	10	291	1.78
met4	0	0.74	21	0.522
## final timing paths
kind	to	from	depth (start not counted)	slack, ps
max reg2reg	hCount.M2.CS.oCount[6]$_DFF_P_	hCount.M3.oCount[0]$_SDFF_PP0_	8	1250
min reg2reg	hCount.M3.oCount[5]$_SDFF_PP0_	hCount.M2.CS.oCount[5]$_DFF_P_	2	530
max	hCount.M2.CS.oCount[6]$_DFF_P_	_load	9	710
min	hCount.M3.oCount[5]$_SDFF_PP0_	hCount.M2.CS.oCount[5]$_DFF_P_	2	530
## layout make-up
| class | count | area (um2) | share of cell area (%) |
|---|---|---|---|
| multi-input cells | 89 | 661 | 40.2 |
| repair buffers | 26 | 250 | 15.2 |
| well taps | 136 | 170 | 10.4 |
| clock inverters | 1 | 7.51 | 0.457 |
| inverters | 3 | 11.3 | 0.686 |
| clock buffers | 3 | 41.3 | 2.52 |
| flip-flops and latches | 25 | 500 | 30.5 |
## where the power goes
group          internal (mW)  leakage, nW  switching, mW
Combinational         0.0907        0.372         0.0745
Clock                 0.0880       0.0217         0.0960
Sequential             0.352        0.210         0.0257
## worst max-delay path, cell delays in order
cell,delay (ps)
clkdlybuf4s50_1,490
buf_4,190
mux2i_1,240
nor2_1,90
nor2_2,150
ha_1,170
nand2b_1,90
or4_1,430
xnor2_1,130
No activity file was given, so power comes from the tool's default toggle rates.
